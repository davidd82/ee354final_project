**flow/config.mk**
```make
export PLATFORM = sky130hd
export DESIGN_NAME = tic_tac_toe
export DESIGN_NICKNAME = tic_tac_toe
export VERILOG_FILES = /design/flow/design.v
export SDC_FILE = /design/flow/constraint.sdc
export NUM_CORES = 4
export LEC_CHECK = 1
export CORE_UTILIZATION = 40
```
**flow/constraint.sdc**
```tcl
current_design tic_tac_toe

set clk_period 4.7
set clk_io_pct 0.2

create_clock -name clk0 -period $clk_period [get_ports {Clk}]

set non_clock_inputs [all_inputs -no_clocks]
set_input_delay [expr $clk_period * $clk_io_pct] -clock clk0 $non_clock_inputs
set_output_delay [expr $clk_period * $clk_io_pct] -clock clk0 [all_outputs]
```
**flow/design.v**
```verilog
`timescale 1 ns / 100 ps
module tic_tac_toe (Clk, reset, BtnL, BtnR, BtnU, BtnD, BtnC,
				Xwins, Owins, Qi, Qs, Qx, Qo, Qd, P1s, P2s);
input Clk, reset;
input BtnL, BtnR, BtnU, BtnD, BtnC;  
output Qi, Qs, Qx, Qo, Qd;    
output [11:0] P1s;            
output [11:0] P2s;            
output Xwins;  				  
output Owins;  				  
reg [4:0] state;			  
reg [3:0] counter;			  
reg [3:0] pos;					  
reg Xwins;					  
reg Owins;					  
reg [11:0] P1s;
reg [11:0] P2s;
reg board [0:8];	  
localparam
INI	 = 5'b00001,
STA  = 5'b00010,
XTU	 = 5'b00100,
OTU  = 5'b01000,
DONE = 5'b10000,
UNK  = 5'bXXXXX;
assign {Qi, Qs, Qx, Qo, Qd} = state;
always @(posedge Clk, posedge reset) 
  begin  : CU_n_DU
    if (reset)
       begin
          state <= INI;
	      P1s <= 12'bXXXXXXXXXXXX;       
	      P2s <= 12'bXXXXXXXXXXXX;	     
          counter <= 4'bXXX;            
	    end
    else
       begin
         (* full_case, parallel_case *)
         case (state)
	        INI	:  
	          begin
				state <= STA;
				P1s <= 0;
				P2s <= 0;
	          end
	        STA	:   
	          begin
				state <= XTU;
				pos <= 0;
				counter <= 0;
				Xwins <= 0;
				Owins <= 0;
 	          end
			XTU	:   
			   begin
				if (counter == 9 || Xwins)
					state <= DONE;
				if(counter[0])
					state <= OTU;
				if(BtnU) begin
					board[pos] <= 1;
					counter <= counter + 1;
					if((board[0] == board[1] == board[2]) || (board[3] == board[4] == board[5]) || (board[6] == board[7] == board[8]) 
						|| (board[0] == board[3] == board[6]) || (board[1] == board[4] == board[7]) || (board[2] == board[5] == board[8]) 
						|| (board[0] == board[4] == board[8]) || (board[2] == board[4] == board[6])) begin
						Xwins <= 1;
						P1s <= P1s + 1;
					end
				end
				if(BtnR) begin
					case (pos)
						2: pos <= 0;
						5: pos <= 3;
						8: pos <= 6;
						default: pos <= pos + 1;
					endcase
				end
				if(BtnD) begin
					case (pos)
						6: pos <= 0;
						7: pos <= 1;
						8: pos <= 2;
						default: pos <= pos + 3;
					endcase
				end
			   end
			OTU	:   
			   begin
				if (counter == 9)
					state <= DONE;
				if (~counter[0])
					state <= XTU;
				if(BtnU)
					begin
						board[pos] <= 0;
						counter <= counter + 1;
						if (board[0] == board[1] == board[2] || board[3] == board[4] == board[5] || board[6] == board[7] == board[8] 
							|| board[0] == board[3] == board[6] || board[1] == board[4] == board[7] || board[2] == board[5] == board[8] 
							|| board[0] == board[4] == board[8] || board[2] == board[4] == board[6]) begin
							Owins <= 1;
							P2s <= P2s + 1;
						end
					end
				if(BtnR) begin
					case (pos)
						2: pos <= 0;
						5: pos <= 3;
						8: pos <= 6;
						default: pos <= pos + 1;
					endcase
				end
				if(BtnD) begin
					case (pos)
						6: pos <= 0;
						7: pos <= 1;
						8: pos <= 2;
						default: pos <= pos + 3;
					endcase
				end
			   end
	        DONE	:
	          begin  
				if (BtnL)
					state <= STA;
	          end
			default:
				state <= UNK;
      endcase
    end 
  end
endmodule 
```
**flow/run.sh**
```bash
#!/bin/bash
# OpenROAD 26Q1-2900-gdf79404cd8, Yosys 0.63+post, stock flow scripts
make -C /OpenROAD-flow-scripts/flow DESIGN_CONFIG=/design/flow/config.mk WORK_HOME=/design/flow/orfs finish
```
==> results.sh <==
# flow metrics
export IMPL_status="completed"
export IMPL_cp_start_kind="input port"
export IMPL_hold_violations=0
export IMPL_first_iter_violations=117
export IMPL_cellPowerDensity_mw_per_mm2=296
export IMPL_whs_ps=552
export IMPL_required_ps=4890
export IMPL_die_size_y_um=84.4
export IMPL_cts_tree="yes"
export IMPL_drive_above_1_share=0.0831
export IMPL_cts_resized=0
export IMPL_hpwlAfterDp_mm=4.03
export IMPL_n_fill_cell=589
export IMPL_postSynthSeqShare=0.470
export IMPL_dp_cells=382
export IMPL_drv_cap=0
export IMPL_ys_dominant_reg_cell="dfrtp_1"
export IMPL_viasPerCell=5.64
export IMPL_numSynthFlops=48
export IMPL_routabilityCongestion=0.831
export IMPL_p_leak_uw=0.00129
export IMPL_ioPinCount=38
export IMPL_hold_class="reg -> reg"
export IMPL_stdcell_area_mm2=0.00324
export IMPL_io_buffer_count=36
export IMPL_wl_per_cell_um=14.5
export IMPL_simple_gate_share=0.249
export IMPL_final_instance_count_excl_fill=390
export IMPL_cts_made_buffers=5
export IMPL_top_logic_kind="simple AND/OR/NAND/NOR gates"
export IMPL_tightestPinTransition_ps=608
export IMPL_top_cell="dfrtp_1"
export IMPL_synthXorXnorAreaFrac=0.0193
export IMPL_yosysChipArea_mm2=0.00272
export IMPL_end_kind="flip-flop"
export IMPL_ir_drop_mv=0.153
export IMPL_arrival_ps=2970
export IMPL_placed_cell_area_mm2=0.00316
export IMPL_yosysTopAreaCell="dfrtp_1"
export IMPL_synthToLayoutAreaGrowth_pct=19.2
export IMPL_dieWidth_um=84.4
export IMPL_cts_root_buf="clkbuf_8"
export IMPL_vias=2198
export IMPL_final_max_slew_viol_count=0
export IMPL_fmax_mhz=360
export IMPL_ctsHtreeMaxLevel=2
export IMPL_finClkSkew_ps=13.1
export IMPL_first_pass_iters=22
export IMPL_synth_area_mux_share=0.0225
export IMPL_syn_area_mm2=0.00272
export IMPL_coreArea_mm2=0.00646
export IMPL_grt_pass1_wl_mm=9.65
export IMPL_rsz0062_at_grt="false"
export IMPL_p_total_uw=958
export IMPL_chipArea_mm2=0.00713
export IMPL_cts_hold_buf=0
export IMPL_cts_max_path_buffers=2
export IMPL_worst_setup_path_type="in -> reg"
export IMPL_grt_pass1_vias=1991
export IMPL_crit_fanout=8
export IMPL_antennaDiodeCount=0
export IMPL_grt_usage=0.174
export IMPL_clk_pin_slew_ps=90
export IMPL_yosysWarnings=2
export IMPL_wirelength_mm=5.67
export IMPL_common_cells="dfrtp_1 (32), nand3_1 (22), nand2_1 (18)"
export IMPL_overflow=0
export IMPL_synthArstFlopShare=0.688
export IMPL_layout_min_cycle_time_ps=2780
export IMPL_fp_row_count=29
export IMPL_slew_headroom=0.592
export IMPL_antenna_found_initial=0
export IMPL_setup_tns_final_ps=0
export IMPL_ant_nets=0
export IMPL_cts_sinks=48
export IMPL_ys_sh_aoi=0.167
export IMPL_avgSynthCellArea_um2=9.96
export IMPL_top_cells_by_area="dfrtp_1 (29%), edfxtp_1 (17%), nand3_1 (4.0%), ha_1 (3.7%), a21oi_1 (2.9%)"
export IMPL_yosysTopAreaCellShare=0.295
export IMPL_finalCritPeriodShare=0.591
export IMPL_edf_count=15
export IMPL_ys_cells=273
export IMPL_cts_setup_buffers=0
export IMPL_postSynthCellCount=273
export IMPL_finalSetupViolCount=0
export IMPL_drc_errors=0
export IMPL_ys_sh_adder=0.0405
export IMPL_grt_max_degree=34
export IMPL_synth_cell_type_count=63
export IMPL_warnings=30
export IMPL_fp_util=0.421
export IMPL_insertion_delay_ps=300
-- final cells by class --
| type | count | area, um^2 | share of cell area |
|---|---|---|---|
| inverters | 11 | 46.3 | 0.0143 |
| clock buffers | 7 | 76.3 | 0.0236 |
| multi-input cells | 207 | 1360 | 0.419 |
| repair buffers | 39 | 383 | 0.118 |
| well taps | 77 | 96.3 | 0.0297 |
| clock inverters | 1 | 5.00 | 0.00154 |
| flip-flops and latches | 48 | 1280 | 0.394 |
-- per-layer routing --
layer | up-vias | part of all wire | GRT usage
met4 | 0 | 0.0074 | 0.0185
met5 | - | 0 | 0
met3 | 10 | 0.051 | 0.0388
met1 | 1032 | 0.48 | 0.287
met2 | 54 | 0.46 | 0.259
li1 | 1102 | - | -
-- layout by cell type (no fill, tap or decap), types with 3 or more instances in the layout --
cell             instances
a211oi_1                 3
a21oi_1                 16
and2_1                   9
and3_1                   5
buf_4                    3
clkbuf_8                 5
clkdlybuf4s50_1         36
dfrtp_1                 32
edfxtp_1                15
ha_1                     8
inv_1                   10
mux2i_1                  5
nand2_1                 18
nand2b_1                 3
nand3_1                 22
nand3b_1                 3
nand4_1                  6
nor2_1                  17
nor2b_1                  3
nor3_1                   7
nor3b_1                  4
nor4_1                   3
o211ai_1                 3
o21ai_0                 12
o31ai_1                  9
or3_1                    4
or4_1                    6
xor2_1                   4
-- flip-flops by register name (all words and copies together) (netlist names) --
register  flops
Owins         1
P1s          12
P2s          12
Xwins         1
board         9
counter       4
pos           4
state         5
-- worst max-delay path: stages --
cell and delay (ps):
clkdlybuf4s50_1 610, inv_1 130, nor3_1 240, a21boi_1 500, nor2_1 180, a221o_1 370
-- cells by family (layout without fill, tap and decap cells) --
logic type / after synthesis / in the layout
AND-OR/OR-AND: 64 / 64
XOR/XNOR: 6 / 6
adder cells (fa/ha/maj): 9 / 9
buffers and inverters: 18 / 58
flip-flops: 48 / 48
multiplexers: 6 / 6
other: 1 / 1
AND/OR/NAND/NOR: 121 / 121
-- power by group --
group / total, uW / switching [uW] / internal [uW]
Combinational: 209 / 107 / 102
Sequential: 511 / 48.4 / 463
Clock: 239 / 134 / 105
Total: 958 / 289 / 669
-- path summary, 6_finish.rpt --
kind / depth (start not counted) / startpoint / end / slack [ps]
setup / recovery: 6 / BtnU / P1s[2] / 1920
hold / removal: 1 / P1s[0] / P1s[0] / 550
setup reg to reg: 5 / state[1] / board[4] / 2160
hold reg to reg: 1 / P1s[0] / P1s[0] / 550
max in group asynchronous: 3 / reset / state[0] / 3140
min in group asynchronous: 3 / reset / counter[1] / 1220
-- per-stage QoR --
| step | worst slack, ps | utilization |
|---|---|---|
| finish | 1920 | 0.502 |
| global route | 1720 | 0.502 |
| CTS | 1920 | 0.502 |
| detailed placement | 1570 | 0.489 |
| global placement | 1580 | 0.489 |
| floorplan | 2550 | - |
Power is estimated from default activity; no workload was simulated.
